### design/flow/config.mk
export PLATFORM = sky130hd
export DESIGN_NAME = SEG7_LUT_8
export DESIGN_NICKNAME = SEG7_LUT_8
export VERILOG_FILES = /design/flow/design.v
export SDC_FILE = /design/flow/constraint.sdc
export NUM_CORES = 4
export LEC_CHECK = 1
export CORE_AREA = 10 10 106 106
export DIE_AREA = 0 0 116 116
### design/flow/run.sh
#!/bin/bash
# OpenROAD 26Q1-2900-gdf79404cd8, Yosys 0.63+post, stock flow scripts
make -C /OpenROAD-flow-scripts/flow DESIGN_CONFIG=/design/flow/config.mk WORK_HOME=/design/flow/orfs finish
### design/flow/design.v
module SEG7_LUT	(	oSEG,iDIG	);
input	[3:0]	iDIG;
output	[6:0]	oSEG;
reg		[6:0]	oSEG;
always @(iDIG)
begin
		case(iDIG)
		4'h1: oSEG = 7'b1111001;	 
		4'h2: oSEG = 7'b0100100; 	 
		4'h3: oSEG = 7'b0110000; 	 
		4'h4: oSEG = 7'b0011001; 	 
		4'h5: oSEG = 7'b0010010; 	 
		4'h6: oSEG = 7'b0000010; 	 
		4'h7: oSEG = 7'b1111000; 	 
		4'h8: oSEG = 7'b0000000; 	 
		4'h9: oSEG = 7'b0011000; 	 
		4'ha: oSEG = 7'b0001000;
		4'hb: oSEG = 7'b0000011;
		4'hc: oSEG = 7'b1000110;
		4'hd: oSEG = 7'b0100001;
		4'he: oSEG = 7'b0000110;
		4'hf: oSEG = 7'b0001110;
		4'h0: oSEG = 7'b1000000;
		endcase
end
endmodule
module SEG7_LUT_8 (	oSEG0,oSEG1,oSEG2,oSEG3,oSEG4,oSEG5,oSEG6,oSEG7,iDIG );
input	[31:0]	iDIG;
output	[6:0]	oSEG0,oSEG1,oSEG2,oSEG3,oSEG4,oSEG5,oSEG6,oSEG7;
SEG7_LUT	u0	(	oSEG0,iDIG[3:0]		);
SEG7_LUT	u1	(	oSEG1,iDIG[7:4]		);
SEG7_LUT	u2	(	oSEG2,iDIG[11:8]	);
SEG7_LUT	u3	(	oSEG3,iDIG[15:12]	);
SEG7_LUT	u4	(	oSEG4,iDIG[19:16]	);
SEG7_LUT	u5	(	oSEG5,iDIG[23:20]	);
SEG7_LUT	u6	(	oSEG6,iDIG[27:24]	);
SEG7_LUT	u7	(	oSEG7,iDIG[31:28]	);
endmodule
### design/flow/constraint.sdc
current_design SEG7_LUT_8

set clk_period 2.7
set clk_io_pct 0.2

create_clock -name clk0 -period $clk_period

set non_clock_inputs [all_inputs -no_clocks]
set_input_delay [expr $clk_period * $clk_io_pct] -clock clk0 $non_clock_inputs
set_output_delay [expr $clk_period * $clk_io_pct] -clock clk0 [all_outputs]
==> node_exporter_impl.prom <==
# HELP chip_impl_metric Yosys and OpenROAD flow results
# TYPE chip_impl_metric gauge
chip_impl_metric{name="drc",unit=""} 0
chip_impl_metric{name="place_hpwl",unit="mm"} 5.16
chip_impl_metric{name="antenna_cells",unit=""} 0
chip_impl_metric{name="synth_cell_types",unit=""} 30
chip_impl_metric{name="max_stage_delay",unit="ns"} 0.56
chip_impl_metric{name="grt_pass1_wl",unit="mm"} 9.92
chip_impl_metric{name="core_area",unit="mm^2"} 0.00885
chip_impl_info{name="critical_path.top_delay_family",value="buffers and inverters"} 1
chip_impl_metric{name="portBuffers",unit=""} 88
chip_impl_metric{name="floorplanUtilization",unit=""} 0.225
chip_impl_metric{name="achievable-frequency",unit="GHz"} 0.382
chip_impl_info{name="setup.worst_path.start_class",value="primary input"} 1
chip_impl_metric{name="synth.cellmix.compoundShare",unit=""} 0.289
chip_impl_metric{name="finalInstanceArea",unit="mm^2"} 0.00359
chip_impl_metric{name="setup_ws",unit="ns"} 0.0808
chip_impl_info{name="synth.logic.top_family",value="adder cells"} 1
chip_impl_metric{name="overflow",unit=""} 0
chip_impl_metric{name="muxShareOfSynthArea",unit=""} 0.137
chip_impl_metric{name="vdd_ir_drop_max",unit="uV"} 71.6
chip_impl_info{name="worstHoldPathType",value="primary input to primary output"} 1
chip_impl_metric{name="dp_worst_setup_slack",unit="ns"} -0.256
chip_impl_metric{name="viasPerCell",unit=""} 4.46
chip_impl_metric{name="die_width",unit="um"} 116
chip_impl_metric{name="postSynthAreaPerCell",unit="um^2"} 7.17
chip_impl_info{name="run_status",value="complete, no violations"} 1
chip_impl_metric{name="grt_pass1_vias",unit=""} 2200
chip_impl_metric{name="fin_setup_tns",unit="ns"} 0
chip_impl_metric{name="area_share_of_the_leading_cell_type_in_the_synthesized_netlist",unit=""} 0.302
chip_impl_metric{name="relSlewSlack",unit=""} 0.753
chip_impl_metric{name="post_drt_wl_per_cell",unit="um"} 11.5
chip_impl_info{name="unrepaired_setup_endpoints_after_global_routing",value="false"} 1
chip_impl_metric{name="antenna_violations_before_repair",unit=""} 0
chip_impl_metric{name="design_power",unit="uW"} 535
chip_impl_metric{name="dpl.cell_count",unit=""} 527
chip_impl_metric{name="grt_start_max_net_pins",unit=""} 13
chip_impl_metric{name="timing_hold_violations_final",unit=""} 0
chip_impl_metric{name="final_cell_count_no_fill",unit=""} 529
chip_impl_metric{name="tool_warnings",unit=""} 73
chip_impl_metric{name="synth_warnings",unit=""} 1
chip_impl_metric{name="tightest_slew",unit="ns"} 0.369
chip_impl_metric{name="power-per-cell-area",unit="mW/mm^2"} 149
chip_impl_metric{name="placedInstanceArea",unit="mm^2"} 0.00344
chip_impl_metric{name="post_layout_period_usage_of_the_worst_path",unit=""} 0.970
chip_impl_metric{name="synth-simple-area-share",unit=""} 0.181
chip_impl_info{name="leading_cell_types_by_total_area_after_synthesis",value="ha_1, mux2i_1, o21ai_0, nor2_1, mux2_2"} 1
chip_impl_metric{name="layout.filler_cells",unit=""} 858
chip_impl_metric{name="worst_ep_required_time",unit="ns"} 2.16
chip_impl_metric{name="n_clock_buffer",unit=""} 0
chip_impl_metric{name="path_max_fanout",unit=""} 6
chip_impl_metric{name="worstPathBufferInverterCount",unit=""} 3
chip_impl_metric{name="antenna_violating_nets_remaining",unit=""} 0
chip_impl_metric{name="leakage",unit="uW"} 0.00175
chip_impl_metric{name="totalWireLength",unit="mm"} 6.06
chip_impl_metric{name="seq_cell_count",unit=""} 0
chip_impl_metric{name="syn_inst",unit=""} 278
chip_impl_metric{name="chipHeight",unit="um"} 116
chip_impl_metric{name="boundaryPins",unit=""} 88
chip_impl_info{name="crit_chain",value="clkdlybuf4s50_1 > buf_4 > and2_1 > o21ai_0 > o31ai_1 > clkdlybuf4s50_1"} 1
chip_impl_metric{name="cap_viol_max_count",unit=""} 0
chip_impl_metric{name="synth.cellmix.adderShare",unit=""} 0.302
chip_impl_metric{name="ys_seq_share",unit=""} 0
chip_impl_metric{name="finalCriticalPeriod",unit="ns"} 2.62
chip_impl_metric{name="timing.final.max_slew_violations",unit=""} 0
chip_impl_info{name="crit_top_cell",value="clkdlybuf4s50_1"} 1
chip_impl_metric{name="synthesis.area",unit="mm^2"} 0.00199
chip_impl_metric{name="arrival_time_worst_endpoint",unit="ns"} 2.08
chip_impl_metric{name="timing.final.setup_violations",unit=""} 0
chip_impl_metric{name="rows",unit=""} 34
chip_impl_info{name="crit_slowest_cell",value="clkdlybuf4s50_1"} 1
chip_impl_metric{name="drt-initial-drc-count",unit=""} 123
chip_impl_metric{name="seqCellArea",unit="um^2"} 0
chip_impl_metric{name="dr.pass1.iters",unit=""} 4
chip_impl_info{name="netlist.top_cell.by_area",value="ha_1"} 1
chip_impl_metric{name="syn_to_final_growth",unit="%"} 80.2
chip_impl_metric{name="chip_area",unit="mm^2"} 0.0135
chip_impl_metric{name="dr_total_vias",unit=""} 2360
chip_impl_info{name="setup.worst_path.class",value="primary input to primary output"} 1
chip_impl_metric{name="globalRouteTotalUtil",unit=""} 0.0839
chip_impl_metric{name="ys_cells",unit=""} 278
chip_impl_metric{name="post_route_cells_drive_above_1_share",unit=""} 0.266
chip_impl_metric{name="synthXorXnorAreaFrac",unit=""} 0
chip_impl_metric{name="routabilityCongestion",unit=""} 0.915
chip_impl_metric{name="synth.yosys.chip_area",unit="mm^2"} 0.00199
chip_impl_info{name="critPathCaptureType",value="primary output"} 1
-- per-layer routing --
layer | up-vias | wire, um | global-route usage
met3 | 0 | 467 | 0.0199
met4 | 0 | 0 | 0
met5 | - | 0 | 0
met2 | 46 | 2830 | 0.147
met1 | 1037 | 2770 | 0.109
li1 | 1277 | - | -
-- cell usage after synthesis (2+ instances only) --
master    instances
a21boi_0          4
a21oi_1          13
a22o_1           11
a32o_1            3
buf_2             8
buf_6             2
clkbuf_1          5
ha_1             48
inv_1            25
mux2_2           10
mux2i_1          16
nand2_1          18
nand2b_1          6
nand3_1           5
nor2_1           31
nor2b_1           7
o211ai_1          6
o21ai_0          27
o21ai_1           2
o22ai_1           3
o31ai_1          10
o32ai_1           6
or3b_1            5
-- what timing repair did --
item	4_1_cts	5_1_grt
hold buffers	0	0
gates resized	54	20
endpoints found under the setup margin	47	21
buffers inserted	2	0
pin swaps	1	1
-- path summary, 6_finish.rpt --
check | cells past startpoint | from | slack [ns] | endpoint
min | 4 | iDIG[7] | 1.69 | oSEG1[0]
max | 6 | iDIG[31] | 0.08 | oSEG7[5]
-- cells in the final DEF, fill, tap and decap left out, types with 3 or more instances in the layout --
cell             count
buf_4               68
clkdlybuf4s50_1     56
ha_1                35
nor2_1              31
o21ai_0             22
dlygate4sd2_1       22
nand2_1             18
mux2i_1             16
inv_1               13
a21oi_1             13
inv_2               12
a22o_1              11
mux2_2              10
o31ai_1             10
dlymetal6s2s_1       8
nor2b_1              7
o21ai_1              7
ha_4                 7
nand2b_1             6
o211ai_1             6
ha_2                 6
nand3_1              5
or3b_1               5
o32ai_2              4
a21boi_0             4
o22ai_1              3
buf_6                3
-- per-stage QoR --
| stage | utilization | hold slack (ns) |
|---|---|---|
| 2_1_floorplan | - | 1.11 |
| 3_3_place_gp | 0.388 | 2.10 |
| 3_5_place_dp | 0.388 | 2.10 |
| 4_1_cts | 0.401 | 1.82 |
| 5_1_grt | 0.406 | 1.74 |
| 6_report | 0.406 | 1.69 |
-- kinds of logic (layout without fill, tap and decap cells) --
| logic type | count (synthesis) | in the layout |
|---|---|---|
| fa+ha+maj | 48 | 48 |
| compound gates | 87 | 87 |
| buf+inv | 41 | 184 |
| mux | 26 | 26 |
| simple gates | 76 | 76 |
-- where the power goes --
part / internal (uW) / switching, uW
clock network: 0 / 0
logic: 329 / 206
registers: 0 / 0
total: 329 / 206
-- final cells by class --
class	count	area (um^2)	area share
inverters	25	93.8	0.0261
well taps	108	135	0.0376
multi-input cells	237	1940	0.541
repair buffers	159	1420	0.395
No activity file was given, so power comes from the tool's default toggle rates.
