==> design/flow/design.v <==
module alu (
    input wire [31:0] input_1,
    input wire [31:0] input_2,
    input wire [3:0] alu_control,
    output reg [31:0] result,
    output reg zero
);
    always @(*) begin
        case (alu_control)
            4'b0000: result = input_1 + input_2;  
            4'b0001: result = input_1 - input_2;  
            4'b0010: result = input_1 & input_2;  
            4'b0011: result = input_1 | input_2;  
            4'b0100: result = (input_1 < input_2) ? 1 : 0;  
            default: result = 0;
        endcase
        zero = (result == 0);
    end
endmodule
==> design/flow/run.sh <==
#!/bin/bash
# OpenROAD 26Q1-2900-gdf79404cd8, Yosys 0.63+post, stock flow scripts
make -C /OpenROAD-flow-scripts/flow DESIGN_CONFIG=/design/flow/config.mk WORK_HOME=/design/flow/orfs finish
==> design/flow/config.mk <==
export PLATFORM = sky130hd
export DESIGN_NAME = alu
export DESIGN_NICKNAME = alu
export VERILOG_FILES = /design/flow/design.v
export SDC_FILE = /design/flow/constraint.sdc
export NUM_CORES = 4
export LEC_CHECK = 1
export CORE_UTILIZATION = 30
==> design/flow/constraint.sdc <==
current_design alu

set clk_period 13.2
set clk_io_pct 0.2

create_clock -name clk0 -period $clk_period

set non_clock_inputs [all_inputs -no_clocks]
set_input_delay [expr $clk_period * $clk_io_pct] -clock clk0 $non_clock_inputs
set_output_delay [expr $clk_period * $clk_io_pct] -clock clk0 [all_outputs]
==> impl_metrics.json <==
{
  "ys_sh_simple_pct": 24.0,
  "power.switching_w": 0.000144,
  "min_path_cells": 4,
  "endpoint": "zero",
  "postSynthCellCount": 797,
  "max-cap-violations": 0,
  "intPower_w": 0.000105,
  "yosys_area_um2": 5220,
  "slew_headroom_pct": 57.1,
  "p_leak_nw": 2.81,
  "powerDensity_nw_per_um2": 39.1,
  "met2_usage_pct": 34.0,
  "finalHoldViolCount": 0,
  "wl_per_cell_um": 17.2,
  "ys_top_logic_family": "AND-OR/OR-AND gates",
  "min_period_ps": 10250,
  "worst_pin_slew_ps": 644,
  "first_pass_iters": 5,
  "routed_wl_mm": 18.7,
  "ys_cells": 797,
  "mux_share_pct": 2.16,
  "antenna_found_initial": 0,
  "critPathMaxFanout": 14,
  "comb_power_share_pct": 100.0,
  "critPathKind": "primary input to output port",
  "fin_area_um2": 6370,
  "power_frac_seq_pct": 0,
  "clkPwrFrac_pct": 0,
  "cts_resized": 0,
  "syn-cell-area_um2": 5220,
  "rows": 47,
  "xor_area_share_pct": 2.18,
  "postRouteAntennaNets": 0,
  "drtIter0Drc": 489,
  "common_cells": "inv_1 (101), ha_1 (100), a21oi_1 (83)",
  "required_ps": 10560,
  "top_usage_layer": "met2",
  "yosysWarningCount": 1,
  "layout-drive-gt1-share_pct": 3.82,
  "startpoint_type": "primary input",
  "grt_max_degree": 54,
  "largest_area_cell": "ha_1",
  "syn2layout_area_growth_pct": 22.1,
  "synth.area.top_cells": "ha_1 (24%), a21oi_1 (8.0%), inv_1 (7.3%), o21ai_0 (5.0%), nor2_1 (4.5%)",
  "flops": 0,
  "initCoreUtil_pct": 31.1,
  "overflow": 0,
  "ir_drop_mv": 0.0158,
  "endpoint_kind": "output port",
  "worstPathArrival_ps": 7610,
  "dp_hpwl_mm": 15.5,
  "core_um2": 16800,
  "io_pins": 101,
  "setup_violations": 0,
  "viasPerCell": 5.51,
  "antenna_cells": 0,
  "track_usage_pct": 21.0,
  "portBuffers": 101,
  "die_w_um": 134,
  "critPathLaunch": "input_1[6]",
  "status": "finished clean",
  "grt_pass1_wl_mm": 29.8,
  "warnings": 100,
  "grt_util_met1_pct": 30.9,
  "dpl_cell_area_um2": 6370,
  "p_sw_share_pct": 57.8,
  "nClkBuffers": 0,
  "grt_pass1_vias": 5570,
  "drv_slew": 0,
  "top_cell": "inv_1",
  "finalCritPeriodShare_pct": 77.7,
  "ys_types": 73,
  "fmax_mhz": 97.5,
  "top_cell_area_share_pct": 24.0,
  "synth.cellmix.adderShare_pct": 24.8,
  "drc": 0,
  "gp_congestion": 0.957,
  "cts_setup_buffers": 0,
  "cts_hold_buf": 0,
  "synth_seq_share_pct": 0,
  "seq_area_um2": 0,
  "rsz0062_at_grt": "no",
  "die_area_um2": 17900,
  "die_h_um": 134,
  "grt_util_met3_pct": 1.50,
  "aoi_share_pct": 36.4,
  "synth_area_per_cell_um2": 6.54,
  "vias": 5971,
  "hold_class": "primary input to output port",
  "finalSetupTns_ps": 0,
  "fillers": 1807
}
through the flow:
stage	worst slack, ps	instances	power (W)	hold slack, ps	utilization (%)
global route	2710	1083	0.000273	6480	38.0
global placement	3000	1083	0.000245	6370	38.0
detailed placement	2930	1083	0.000244	6350	38.0
CTS	2920	1083	0.000246	6360	38.0
floorplan	4390	797	0.000155	5470	-
finish	2950	1083	0.000249	6380	38.0
cell families after synthesis:
| kind of cell | Yosys count |
|---|---|
| fa+ha+maj | 102 |
| compound gates | 286 |
| xor+xnor | 13 |
| buf+inv | 142 |
| simple gates | 244 |
| mux | 10 |
worst max-delay path, cell delays in order:
cell	delay, ps
clkdlybuf4s50_1	510
inv_1	50
ha_1	450
or4_1	610
or4_1	430
o221a_2	280
a211o_1	340
o211ai_2	280
a211oi_1	120
or3_1	390
a311oi_1	290
nand4_1	160
or4_1	480
nor2_1	100
clkdlybuf4s50_1	470
power by group through the flow:
| stage | logic, W | registers [W] | clock network (W) |
|---|---|---|---|
| global route | 0.000273 | 0 | 0 |
| CTS | 0.000246 | 0 | 0 |
| finish | 0.000249 | 0 | 0 |
placed cells by master, fill, tap and decap left out, types with 6 or more instances in the layout:
cell type          n
xnor2_1           11
nand2_1           56
or3_1             12
nor4_1             9
or2_2             10
a211oi_1          14
a2111oi_0          6
nand3_1            8
ha_1             100
nor2b_1           14
a21oi_1           83
nor2_1            63
a21o_1            13
and2_1             6
nand4_1           12
clkdlybuf4s50_1  100
mux2i_1            9
nor3_1            21
o22ai_1           10
o211ai_1          19
inv_1            101
o21ai_0           52
o21a_1            11
o31ai_1           16
area by class of cell:
cell class | instances | area, µm² | area share (%)
multi-input combinational | 655 | 4660 | 73.3
timing repair buffer | 106 | 1040 | 16.4
inverter | 102 | 383 | 6.01
tap | 220 | 275 | 4.32
routing by layer:
| layer | share of wire [%] | vias up |
|---|---|---|
| met5 | 0 | - |
| met4 | 1.7 | 0 |
| met3 | 5.9 | 18 |
| met2 | 45 | 197 |
| met1 | 47 | 2716 |
| li1 | - | 3040 |
worst min path at each step:
stage	startpoint	end	slack, ps
4_1_cts	alu_control[0]	result[3]	6360
5_1_grt	alu_control[0]	result[3]	6480
6_report	alu_control[0]	result[3]	6380
Power is estimated from default activity; no workload was simulated.
