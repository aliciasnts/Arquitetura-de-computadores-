[flow/design.v]
module control_unit (
    input wire [5:0] opcode,
    output reg reg_dst,
    output reg jump,
    output reg branch,
    output reg mem_read,
    output reg mem_to_reg,
    output reg mem_write,
    output reg alu_src,
    output reg reg_write,
    output reg [1:0] alu_op
);
    always @(*) begin
        case (opcode)
            6'b000000: begin  
                reg_dst = 1;
                jump = 0;
                branch = 0;
                mem_read = 0;
                mem_to_reg = 0;
                mem_write = 0;
                alu_src = 0;
                reg_write = 1;
                alu_op = 2'b10;
            end
            6'b100011: begin  
                reg_dst = 0;
                jump = 0;
                branch = 0;
                mem_read = 1;
                mem_to_reg = 1;
                mem_write = 0;
                alu_src = 1;
                reg_write = 1;
                alu_op = 2'b00;
            end
            6'b101011: begin  
                reg_dst = 0;
                jump = 0;
                branch = 0;
                mem_read = 0;
                mem_to_reg = 0;
                mem_write = 1;
                alu_src = 1;
                reg_write = 0;
                alu_op = 2'b00;
            end
            6'b000100: begin  
                reg_dst = 0;
                jump = 0;
                branch = 1;
                mem_read = 0;
                mem_to_reg = 0;
                mem_write = 0;
                alu_src = 0;
                reg_write = 0;
                alu_op = 2'b01;
            end
            6'b000010: begin  
                reg_dst = 0;
                jump = 1;
                branch = 0;
                mem_read = 0;
                mem_to_reg = 0;
                mem_write = 0;
                alu_src = 0;
                reg_write = 0;
                alu_op = 2'b00;
            end
            default: begin  
                reg_dst = 0;
                jump = 0;
                branch = 0;
                mem_read = 0;
                mem_to_reg = 0;
                mem_write = 0;
                alu_src = 0;
                reg_write = 0;
                alu_op = 2'b00;
            end
        endcase
    end
endmodule 
[flow/constraint.sdc]
current_design control_unit

set clk_period 1.2
set clk_io_pct 0.2

create_clock -name clk0 -period $clk_period

set non_clock_inputs [all_inputs -no_clocks]
set_input_delay [expr $clk_period * $clk_io_pct] -clock clk0 $non_clock_inputs
set_output_delay [expr $clk_period * $clk_io_pct] -clock clk0 [all_outputs]
[flow/run.sh]
#!/bin/bash
# OpenROAD 26Q1-2900-gdf79404cd8, Yosys 0.63+post, stock flow scripts
make -C /OpenROAD-flow-scripts/flow DESIGN_CONFIG=/design/flow/config.mk WORK_HOME=/design/flow/orfs finish
[flow/config.mk]
export PLATFORM = sky130hd
export DESIGN_NAME = control_unit
export DESIGN_NICKNAME = control_unit
export VERILOG_FILES = /design/flow/design.v
export SDC_FILE = /design/flow/constraint.sdc
export NUM_CORES = 4
export LEC_CHECK = 1
export CORE_AREA = 10 10 70 70
export DIE_AREA = 0 0 80 80
==> results_slide.txt <==
Physical Implementation Snapshot

Power and ir drop
  – Worst vdd ir: 0.0734 mV
  – Cell Int Power: 50.9 uW
  – Combinational fraction of design power: 1.000
  – PwrDens: 199 nW/um^2
  – Clk pwr share: 0
  – Switching share of power: 0.426
  – P_sw: 37.8 uW
  – Flop pwr share: 0
  – Leakage: 0.195 nW

Routing
  – Drt wl/cell: 10.1 microns
  – Number of DRC markers in iteration 0: 9
  – Vias: 245
  – Drt total wl: 905 microns
  – Detailed-route DRC error count: 0
  – Diode count: 0
  – 1st-pass router iterations: 2
  – Avg Vias per Cell: 2.72
  – Final ANT Viol Nets: 0

Synthesis
  – Synth Area in XOR/XNOR: 0
  – Largest area contributor in the netlist: nor3_1
  – Post-Synth Adder-Cell Area: 0
  – Dominant kind of combinational cell: simple AND/OR/NAND/NOR gates
  – Main area contributors: nor3_1, a2111oi_2, buf_4
  – Ys Warns: 1
  – Mean Syn Cell Area: 7.19 sq um
  – Cell with the most instances after synthesis: nor3_1
  – MUX share of area: 0
  – Synth top cells by count: nor3_1, buf_4, nor2_1
  – Synthesized instance count: 16
  – Count of cell types in the netlist: 11
  – Simple share: 0.739
  – Cells in synth_stat.txt: 16
  – Yosys aoi share: 0.130
  – Share of the synthesized area in the top cell type: 0.174
  – Cell Area, Synth: 115 sq um
  – YS chip area: 115 sq um
  – Synth Seq Share: 0

Timing
  – Final Max Slew Viols: 0
  – RSZ-0062 raised after global routing: yes
  – Final Hold Slack: 0.774 ns
  – Hold Vio Cnt, Final: 0
  – Worst-Margin Slew: 0.246 ns
  – Final WS setup: -0.360 ns
  – Share of the clock period used by the worst path: 1.30
  – Final setup fails: 9
  – Worst relative slew slack: 0.836
  – F_max: 641 MHz
  – Fin crit period: 1.56 ns

GRT
  – Gr busiest metal: met2
  – Grt total ovfl: 0
  – M3 GR Usage: 0.00682
  – GR Layer Usage met1: 0.0382
  – Total global-route track usage: 0.0275
  – Global-route wire length before repair: 1440 microns
  – Largest net degree at the start of global routing: 9
  – Initial antenna violation count: 0
  – Vias in the first global route: 262
  – Met2 Use GR: 0.0441

Placement
  – Routability cong.: 0.880
  – Cells after DPL: 81
  – Detailed Place HPWL: 687 microns
  – Port bufs: 16

Cells and area
  – Post-Layout Cell Count: 90
  – Flip-flop and latch count: 0
  – Syn-to-layout area delta: 288%
  – Clk_buf instances: 0
  – Fill count: 394
  – FF+latch area: 0 sq um
  – Final Core Density: 0.131
  – Logic area: 155 sq um
  – Layout cells sized above 1: 0.886

Die
  – Die width: 80 microns
  – Die Size: 6400 sq um
  – Number of core rows: 21
  – I/O Pins: 16
  – Chip Height: 80 microns
  – FP Core Util: 0.0337
  – Total core area: 3420 sq um

Worst hold path
  – Hold Path Class: in -> out

Outcome
  – Status: complete, but fails checks
  – Failing checks: negative setup slack

Run
  – MaxCap Viol Count: 0
  – Tool warning count: 35

Worst setup path
  – Worst Path Max Fanout: 3
  – Crit. End Element: output pin
  – CP arrival: 1.32 ns
  – Startpoint types: input port
  – WP data required: 0.96 ns
  – Setup CP Type: in -> out

CTS
  – Hold_buf cts: 0
==> cells by family (layout without fill, tap and decap cells) <==
kind of cell    after synthesis  after routing
simple gates                 13             13
compound gates                1              1
buf+inv                       2             30
==> layout make-up <==
type / count / area share
timing repair buffer: 30 / 0.524
multi-input combinational: 14 / 0.347
tap: 46 / 0.129
==> layer usage <==
metal,up-vias,part of all wire
met3,0,0.059
met1,119,0.48
li1,119,-
met5,-,0
met2,7,0.46
met4,0,0
==> stage by stage <==
stage	power (mW)	area (sq um)	setup WS [ns]	TNS (ns)
6_report	0.0887	447	-0.360	-2.22
5_1_grt	0.0958	447	-0.403	-2.71
4_1_cts	0.0745	402	-0.374	-2.27
3_5_place_dp	0.0628	355	-1.09	-9.22
3_3_place_gp	0.0608	355	-1.06	-9.08
2_1_floorplan	0.0105	115	-0.0684	-0.0684
==> power by group through the flow <==
stage | sequential [mW] | combinational (mW) | clock [mW]
4_1_cts | 0 | 0.0745 | 0
5_1_grt | 0 | 0.0958 | 0
6_report | 0 | 0.0887 | 0
==> repair_timing <==
| action | in CTS | in global routing |
|---|---|---|
| resized | 68 | 8 |
| endpoints found under the setup margin | 10 | 10 |
| endpoints found under the hold margin | 0 | 0 |
| pin swaps | 7 | 6 |
| buffers inserted | 10 | 1 |
==> path summary, 6_finish.rpt <==
check        end  depth (start not counted)  startpoint  slack (ns)
max    alu_op[1]                          5   opcode[4]       -0.36
min    reg_write                          3   opcode[3]        0.77
==> cell usage in the layout, fill, tap and decap left out <==
cell and count:
a2111oi_4 1, and3_1 1, buf_2 10, buf_4 12, buf_6 7, buf_8 1, nand3_1 1, nand4b_1 1
nor2_1 2, nor3_2 3, nor3_4 1, nor3b_2 1, nor3b_4 1, or3_4 1, or4_4 1
==> critical path: stages <==
cell and delay [ns]:
buf_6 0.10, or4_4 0.55, buf_4 0.16, nor3_2 0.16
buf_2 0.12
No activity file was given, so power comes from the tool's default toggle rates.
